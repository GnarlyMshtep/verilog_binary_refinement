===== ./run.sh =====
#!/bin/bash
# OpenROAD 26Q1-2900-gdf79404cd8, Yosys 0.63+post, stock flow scripts
make -C /OpenROAD-flow-scripts/flow DESIGN_CONFIG=/design/flow/config.mk WORK_HOME=/design/flow/orfs finish

===== ./config.mk =====
export PLATFORM = sky130hd
export DESIGN_NAME = stopwatch
export DESIGN_NICKNAME = stopwatch
export VERILOG_FILES = /design/flow/design.v
export SDC_FILE = /design/flow/constraint.sdc
export NUM_CORES = 4
export LEC_CHECK = 1
export CORE_UTILIZATION = 50

===== ./constraint.sdc =====
current_design stopwatch

set clk_period 6.2
set clk_io_pct 0.2

create_clock -name clk0 -period $clk_period [get_ports {clk}]

set non_clock_inputs [all_inputs -no_clocks]
set_input_delay [expr $clk_period * $clk_io_pct] -clock clk0 $non_clock_inputs
set_output_delay [expr $clk_period * $clk_io_pct] -clock clk0 [all_outputs]

===== ./design.v =====
`timescale 1ns / 1ps
module clocks(  
	input clk,
	input rst,
	output reg clk_1hz,  
	output reg clk_2hz,
	output reg clk_high,
	output reg clk_mid
	);
reg [31:0] hz1_a;
reg [31:0] hz2_a;
reg [31:0] hz_high;
reg [31:0] hz_mid;
always @ (posedge clk) begin
	if (rst) begin
		hz1_a <= 1'b0;
		clk_1hz = 0;
	end else begin
		hz1_a <= hz1_a + 'd1; 
		if (hz1_a == 'd50000000) begin
			clk_1hz = ~clk_1hz;
			hz1_a <= 0;
		end
	end
end
always @ (posedge clk) begin
	if (rst) begin
		hz2_a <= 1'b0;
		clk_2hz = 0;
	end else begin
		hz2_a <= hz2_a + 'd1;
		if (hz2_a == 'd25000000) begin
			clk_2hz = ~clk_2hz;
			hz2_a <= 0;
		end
	end
end
always @ (posedge clk) begin
	if (rst) begin
		hz_mid <= 1'b0;
		clk_mid = 0;
	end else begin
		hz_mid <= hz_mid + 'd1;
		if (hz_mid == 'd10000000) begin
			clk_mid = ~clk_mid;
			hz_mid <= 0;
		end
	end
end
always @ (posedge clk) begin
	if (rst) begin
		hz_high <= 1'b0;
		clk_high = 0;
	end else begin
		hz_high <= hz_high + 'd1;
		if (hz_high == 'd100000) begin
			clk_high = ~clk_high;
			hz_high <= 0;
		end
	end
end
endmodule
module debouncer(  
	input clk,
	input btn,
	output btn_db
	);
reg btn_db_temp;
reg [15:0] btn_count;
always @ (posedge clk) begin
	if(btn == 0) begin
		btn_count <= 0;
		btn_db_temp <= 0;
	end else begin
		btn_count <= btn_count + 1;
		if(btn_count == 16'b1111111111111111) begin
			btn_db_temp <= 1;
		end
	end
end
assign btn_db = btn_db_temp;  
endmodule
module sevensig(  
	input [3:0] disp,
	output reg [7:0] rish
	);
	always @ (*) begin
		if(disp == 4'b1001) begin
			rish <= 8'b10010000;
		end
		if(disp == 4'b1000) begin
			rish <= 8'b10000000;
		end
		if(disp == 4'b0111) begin
			rish <= 8'b11111000;
		end
		if(disp == 4'b0110) begin
			rish <= 8'b10000010;
		end
		if(disp == 4'b0101) begin
			rish <= 8'b10010010;
		end
		if(disp == 4'b0100) begin
			rish <= 8'b10011001;
		end
		if(disp == 4'b0011) begin
			rish <= 8'b10110000;
		end
		if(disp == 4'b0010) begin
			rish <= 8'b10100100;
		end
		if(disp == 4'b0001) begin
			rish <= 8'b11111001;
		end
		if(disp == 4'b0000) begin
			rish <= 8'b11000000;
		end
	end
endmodule
module demux_clk(
    input clk,
    input clk_1hz,
    input clk_2hz,
    input adj,
    output clk_out
    );
reg clk_temp;
always @ (posedge clk) begin
    if(adj) begin
        clk_temp = clk_2hz;
    end else begin
        clk_temp = clk_1hz;
    end
end
assign clk_out = clk_temp;
endmodule
module counter(  
	input clk,
	input rst,
	input pause,
	input sel,  
	input adj,
	output reg [3:0] m1,  
    output reg [3:0] m0,
    output reg [3:0] s1,
    output reg [3:0] s0
	);
always @ (posedge clk or posedge rst) begin  
	if(rst) begin
        m0 = 'd0;
        m1 = 'd0;
        s0 = 'd0;
        s1 = 'd0;
	end else if(pause) begin
		s0 = s0;
		s1 = s1;
		m0 = m0;
		m1 = m1;
	end else if(adj) begin  
        if(sel) begin
            if(s0 == 'd9) begin
                s0 = 'd0;
                if(s1 == 'd5) begin
                    s1 = 'd0;
                end else begin
                    s1 = s1 + 'd1;
                end
            end else begin
                s0 = s0 + 'd1;
            end
        end else begin
            if(m0 == 'd9) begin
                m0 = 'd0;
                if(m1 == 'd5) begin
                    m1 = 'd0;
                end else begin
                    m1 = m1 + 'd1;
                end
            end else begin
                m0 = m0 + 'd1;
            end
        end
    end else if(s0 == 'd9) begin 
		s0 = 'd0;
		if(s1 == 'd5) begin
		    s1 = 'd0;
		    if(m0 == 'd9) begin
		        m0 = 'd0;
		        if(m1 == 'd5) begin
		            m1 = 'd0;
		        end else begin
		            m1 = m1 + 'd1;
		        end
		    end else begin
		        m0 = m0 + 'd1;
		    end
		end else begin
		    s1 = s1 + 'd1;
		end
	end else begin
		s0 = s0 + 'd1;
	end
end
endmodule
module display(
    input clk_high,
    input clk_blink,
    input rst,  
    input adj,  
    input sel,  
    input [7:0] min1,
    input [7:0] min0,
    input [7:0] sec1,
    input [7:0] sec0,
    output wire [7:0] rish,  
    output wire [3:0] an     
    );
reg [1:0] anode_state = 2'b0;
reg [7:0] rish_temp;
reg [3:0] an_temp;
always @ (posedge clk_high or posedge rst) begin
	if(rst) begin
		anode_state <= 0;
		rish_temp <= 8'b11000000;  
		an_temp <= 4'b1111;
    end else if(anode_state == 0) begin
        anode_state <= anode_state + 1;  
        rish_temp <= min1;               
        an_temp <= 4'b0111;              
        if(clk_blink) begin              
            if(adj) begin                
                if(!sel) begin
                    an_temp <= 4'b1111;
                end
            end
        end
    end else if(anode_state == 1) begin
        anode_state <= anode_state + 1;
        rish_temp <= min0;
        an_temp <= 4'b1011;
        if(clk_blink) begin
            if(adj) begin
                if(!sel) begin
                    an_temp <= 4'b1111;
                end
            end
        end
    end else if(anode_state == 2) begin
        anode_state <= anode_state + 1;
        rish_temp <= sec1;
        an_temp <= 4'b1101;
        if(clk_blink) begin
            if(adj) begin
                if(sel) begin
                    an_temp <= 4'b1111;
                end
            end
        end
    end else if(anode_state == 3) begin
        anode_state <= 2'b0;
        rish_temp <= sec0;
        an_temp <= 4'b1110;
        if(clk_blink) begin
            if(adj) begin
                if(sel) begin
                    an_temp <= 4'b1111;
                end
            end
        end
    end
end  
assign rish = rish_temp;
assign an   = an_temp;
endmodule
module stopwatch(
	input clk,
	input btns, 
	input btnr,
	input sw0,
	input sw1,
	output [7:0] rish,
	output [3:0] an
	);
wire clk_1hz;
wire clk_2hz;
wire clk_high;
wire clk_mid;
wire count_clk;
wire [3:0] m0;
wire [3:0] m1;
wire [3:0] s0;
wire [3:0] s1;
wire [7:0] rish_min0;
wire [7:0] rish_min1;
wire [7:0] rish_sec0;
wire [7:0] rish_sec1;
wire pause_btn;
reg pause = 0; 
debouncer debounce_pause(clk, btnr, pause_btn);
always @ (posedge pause_btn) begin
	pause = ~pause;
end
clocks clocks_inst(  
	.clk(clk), .rst(btns),  
	.clk_1hz(clk_1hz), 
	.clk_2hz(clk_2hz), 
	.clk_high(clk_high), 
	.clk_mid(clk_mid)
	);
demux_clk choose_clk(
    .clk(clk),
    .clk_1hz(clk_1hz),
    .clk_2hz(clk_2hz),
    .adj(sw1),  
    .clk_out(count_clk)  
    );
counter counter_inst(
	.clk(count_clk),
	.rst(btns),
	.pause(pause),
	.sel(sw0),
	.adj(sw1),
	.m1(m1),
	.m0(m0),
	.s1(s1),
	.s0(s0)
	);
sevensig sevensig_m1(.disp(m1), .rish(rish_min1));
sevensig sevensig_m0(.disp(m0), .rish(rish_min0));
sevensig sevensig_s1(.disp(s1), .rish(rish_sec1));
sevensig sevensig_s0(.disp(s0), .rish(rish_sec0));
display display_inst(
    .clk_high(clk_high),
    .clk_blink(clk_mid),
    .rst(btns),
    .sel(sw0),
	.adj(sw1),
    .min1(rish_min1),
    .min0(rish_min0),
    .sec1(rish_sec1),
    .sec0(rish_sec0),
    .rish(rish),
    .an(an)
    );
endmodule

==> metrics.cfg <==
[floorplan]
die_height_um = 138
chipWidth_um = 138
coreArea_um2 = 18000
io_pins = 17
dieArea_um2 = 19000
rows = 49
fp_util = 0.512

[placed_design]
io_buffers = 15
hpwl_um = 10900
place_ws_ns = 3.22
gp_congestion = 0.804

[route]
diodes = 0
drt-vias-per-instance = 5.26
wl_per_cell_um = 13.1
drc = 0
dr_total_vias = 6668
routed_wl_um = 16600
dr.pass1.iters = 4
antenna_left = 0
drt_iter0_drc = 319

[yosys]
ys.flops = 208
yosysChipArea_um2 = 9220
ys_types = 57
flop_cell = dfxtp_1
synthesis.area_um2 = 9220
syn_area_per_cell_um2 = 8.89
ys_warn_count = 7
yosysCellCount = 1037
synthArstFlopShare = 0.139
synth-edff-count = 0
syn-instance-count = 1037

[pwr]
irDropWorstVdd_v = 0.000163
total_power_uw = 2020
p_leak_uw = 0.00366
pwr_density_cell_nw_per_um2 = 202

[sta]
setup_viol = 0
skew_ns = 0.00795
slew_headroom = 0.525
post-route-min-period_ns = 2.50
hold_violations = 0
worstMarginPinSlew_ns = 0.709
fin_ws_ns = 3.70
finalCritPeriodShare = 0.403
fmax_ghz = 0.400
unclocked_pins = 58
tns_ns = 0
grt_setup_unrepaired = no
untimed_endpoints = 69
slew_violations = 0

[final_layout]
final_common_cell = nor2_1
area.growth.synth_to_final_pct = 8.44
layout_top_cells = nor2_1, dfxtp_1, xor2_1, xnor2_1
layout-drive-gt1-share = 0.0645
fillers = 1597

[clock_tree]
path_clk_slew_ns = 0.06
clockBufferDepth = 2
cts_buffers = 17
ctsHoldBuffers = 0
htreeDepth = 4
root_buffer = clkbuf_16
post_cts_buffers = 0
ctsResizeCount = 0
cts_tree = built
clkLatencyLatePin_ns = 0.42

[global_routing]
antenna_found_initial = 0
grt_max_degree = 33
grt_util_all_layers = 0.191
grt_pass1_wl_um = 28600
first_global_vias = 5857
grt_overflow_total = 0

[run]
tool_warnings = 32
drv_cap = 0

[setup_path]
required_ns = 6.49
end_kind = flop
critPathLaunchType = input port
crit_arrival_ns = 2.79
critPathKind = input port to flop
critical_path.max_fanout = 31

[worst_hold_path]
min_path_type = flop to flop

[run_status]
status = completed

[metal layers]
| layer | global-route usage | part of all wire | vias up |
|---|---|---|---|
| li1 | - | - | 3538 |
| met1 | 0.332 | 0.55 | 3072 |
| met2 | 0.266 | 0.41 | 51 |
| met3 | 0.0293 | 0.026 | 7 |
| met4 | 0.0133 | 0.0078 | 0 |
| met5 | 0 | 0 | - |
[logic make-up (layout without fill, tap and decap cells)]
kind of cell / after synthesis / after routing / synth area share
XOR/XNOR: 141 / 141 / 0.134
AND-OR/OR-AND: 80 / 80 / 0.0483
AND/OR/NAND/NOR: 495 / 495 / 0.283
flip-flops: 180 / 180 / 0.407
multiplexers: 21 / 21 / 0.0244
buffers and inverters: 78 / 79 / 0.0396
adder cells (fa/ha/maj): 13 / 13 / 0.0176
latches: 28 / 28 / 0.0456
other: 1 / 1 / 0.000407
[cells in the mapped netlist (all sizes together) (12+ instances only)]
master / instances / area (µm²)
nor4b: 12 / 105
dfrtp: 24 / 601
and3: 22 / 139
xnor2: 66 / 578
o21ai: 19 / 95.1
mux2: 12 / 135
nor3: 25 / 130
clkbuf: 34 / 130
and2: 30 / 188
a21oi: 39 / 195
inv: 28 / 105
nor4: 30 / 209
nand4: 42 / 269
nand2: 59 / 221
dfxtp: 151 / 3020
dlxtn: 28 / 420
nand3: 59 / 295
buf: 16 / 130
ha: 13 / 163
xor2: 75 / 657
and4: 22 / 193
nor2: 152 / 571
[critical path, stage by stage]
cell and delay [ns]:
clkdlybuf4s50_1 0.69, inv_1 0.07, buf_4 0.27, o21ai_2 0.10, buf_4 0.31, nor2_1 0.10
[state kept, by name, summed over array words and instances (netlist names)]
| name | cells |
|---|---|
| counter_inst.s0 | 4 |
| counter_inst.m0 | 4 |
| clocks_inst.clk_1hz | 1 |
| sevensig_m0.rish | 7 |
| display_inst.anode_state | 2 |
| clocks_inst.hz1_a | 32 |
| pause | 1 |
| clocks_inst.hz_mid | 32 |
| debounce_pause.btn_count | 16 |
| clocks_inst.clk_high | 1 |
| counter_inst.m1 | 4 |
| debounce_pause.btn_db_temp | 1 |
| sevensig_m1.rish | 7 |
| sevensig_s0.rish | 7 |
| display_inst.rish_temp | 7 |
| counter_inst.s1 | 4 |
| clocks_inst.clk_mid | 1 |
| clocks_inst.hz_high | 32 |
| choose_clk.clk_temp | 1 |
| clocks_inst.hz2_a | 32 |
| clocks_inst.clk_2hz | 1 |
| display_inst.an_temp | 4 |
| sevensig_s1.rish | 7 |
[final cells by class]
cell class	count	area (µm²)	area share
multi-input combinational	751	4690	0.469
clock inverter	13	115	0.0115
inverter	28	105	0.0105
clock buffer	19	453	0.0453
tap	229	287	0.0287
timing repair buffer	19	180	0.0180
sequential	208	4180	0.417
[power by group]
group | internal [µW] | switching (µW)
combinational | 17.1 | 32.9
clock | 545 | 443
sequential | 972 | 8.78
[worst paths after layout]
path                                       startpoint                      to  slack, ns  depth (start not counted)
worst min-delay path            clocks_inst.hz_mid[0]   clocks_inst.hz_mid[0]       0.46                          1
worst max register to register  clocks_inst.hz_mid[6]  clocks_inst.hz_mid[26]       3.85                          6
worst max-delay path                             btns   clocks_inst.hz2_a[31]       3.70                          6
worst min register to register  clocks_inst.hz_mid[0]   clocks_inst.hz_mid[0]       0.46                          1
[per-stage QoR]
stage | hold slack (ns) | utilization | area (µm²) | cells
finish | 0.457 | 0.555 | 10000 | 1267
global route | 0.488 | 0.555 | 10000 | 1267
CTS | 0.459 | 0.555 | 10000 | 1267
detailed placement | 0.446 | 0.523 | 9430 | 1235
global placement | 0.436 | 0.523 | 9430 | 1235
floorplan | 0.425 | - | 9220 | 1037
